**flow/design.v**
```verilog
module DeBounce (
    input  logic clk,
    input  logic n_reset,
    input  logic button_in,
    input  logic [3:0] columnas,            
    output logic DB_out,                    
    output logic [3:0] columna_presionada   
);
    parameter N = 6;
    parameter integer MAX_COUNT = 15_000_000;  
    reg [N-1:0] q_reg, q_next;
    reg DFF1, DFF2;
    wire q_reset = (DFF1 ^ DFF2);
    wire q_add   = ~q_reg[N-1];
    logic [31:0] counter;
    logic active;
    always @(*) begin
        case ({q_reset, q_add})
            2'b00: q_next = q_reg;
            2'b01: q_next = q_reg + 1;
            default: q_next = {N{1'b0}};
        endcase
    end
    always_ff @(posedge clk or negedge n_reset) begin
        if (!n_reset) begin
            DFF1               <= 0;
            DFF2               <= 0;
            q_reg              <= 0;
            DB_out             <= 0;
            active             <= 0;
            counter            <= 0;
            columna_presionada <= 4'b0000;
        end else begin
            DFF1  <= button_in;
            DFF2  <= DFF1;
            q_reg <= q_next;
            if (q_reg[N-1] && DFF2 && !active) begin
                DB_out             <= 1;
                active             <= 1;
                counter            <= 0;
                columna_presionada <= columnas;  
            end
            else if (active) begin
                if (counter < MAX_COUNT) begin
                    counter <= counter + 1;
                end else begin
                    DB_out  <= 0;
                    active  <= 0;
                    columna_presionada <= 4'b0000;  
                end
            end
        end
    end
endmodule
`timescale 1ns/1ps
module disp_controller(
    input logic clk,
    output logic [3:0] a
);
    parameter int frequency = 27_000_000;                
    parameter int max_count = frequency * 1/1000;  
    logic [24:0] count;   
    always_ff @(posedge clk) begin
        if (count == max_count - 1) begin
            case (a)
                4'b0001: a <= 4'b0010;
                4'b0010: a <= 4'b0100;
                4'b0100: a <= 4'b1000;
                4'b1000: a <= 4'b0001;
                default: a <= 4'b1000;
            endcase
            count <= 0;
        end 
        else begin
            count <= count + 1;
        end
    end
    initial begin
        count = 0;
        a = 4'b0001;  
    end
endmodule
`timescale 1ns/1ns
module disp_dec(
    input logic [3:0] w, 
    output logic [6:0] d
);
    always_comb begin
        case (w)
            4'h0: d <= 7'b1111110;
            4'h1: d <= 7'b0110000;
            4'h2: d <= 7'b1101101;
            4'h3: d <= 7'b1111001;
            4'h4: d <= 7'b0110011;
            4'h5: d <= 7'b1011011;
            4'h6: d <= 7'b1011111;
            4'h7: d <= 7'b1110000;
            4'h8: d <= 7'b1111111;
            4'h9: d <= 7'b1111011;
            4'hA: d <= 7'b1110111;
            4'hB: d <= 7'b0011111;
            4'hC: d <= 7'b1001110;
            4'hD: d <= 7'b0111101;
            4'hE: d <= 7'b1001111;
            4'hF: d <= 7'b1000111;
            default: d <= 7'b0000000;
        endcase
    end
endmodule
`timescale 1 ns / 1 ns
module lecture (
    input logic clk,
    input logic n_reset,
    input logic [3:0] filas_raw,         
    output logic [3:0] columnas,
    output logic [3:0] sample            
);
    logic [3:0] columna_presionada0;  
    logic [3:0] columna_presionada1;
    logic [3:0] columna_presionada2;
    logic [3:0] columna_presionada3;
    logic [3:0] columna_presionada_total;
    logic [3:0] filas_db;  
    columnas_fsm fsm (
        .clk(clk),
        .columnas(columnas)
    );
    DeBounce db0 (
        .clk(clk),
        .n_reset(n_reset),
        .button_in(filas_raw[0]),
        .columnas(columnas),
        .DB_out(filas_db[0]),
        .columna_presionada(columna_presionada0)
    );
    DeBounce db1 (
        .clk(clk),
        .n_reset(n_reset),
        .button_in(filas_raw[1]),
        .columnas(columnas),
        .DB_out(filas_db[1]),
        .columna_presionada(columna_presionada1)
    );
    DeBounce db2 (
        .clk(clk),
        .n_reset(n_reset),
        .button_in(filas_raw[2]),
        .columnas(columnas),
        .DB_out(filas_db[2]),
        .columna_presionada(columna_presionada2)
    );
    DeBounce db3 (
        .clk(clk),
        .n_reset(n_reset),
        .button_in(filas_raw[3]),
        .columnas(columnas),
        .DB_out(filas_db[3]),
        .columna_presionada(columna_presionada3)
    );
    assign columna_presionada_total = columna_presionada0 | columna_presionada1 | columna_presionada2 | columna_presionada3;  
    always @(posedge clk ) begin
        case({columna_presionada_total, filas_db})
            8'b1000_1000 : sample <= 4'b0001;  
            8'b0100_1000 : sample <= 4'b0010;  
            8'b0010_1000 : sample <= 4'b0011;  
            8'b0001_1000 : sample <= 4'b1010;  
            8'b1000_0100 : sample <= 4'b0100;  
            8'b0100_0100 : sample <= 4'b0101;  
            8'b0010_0100 : sample <= 4'b0110;  
            8'b0001_0100 : sample <= 4'b1011;  
            8'b1000_0010 : sample <= 4'b0111;  
            8'b0100_0010 : sample <= 4'b1000;  
            8'b0010_0010 : sample <= 4'b1001;  
            8'b0001_0010 : sample <= 4'b1100;  
            8'b1000_0001 : sample <= 4'b1101;  
            8'b0100_0001 : sample <= 4'b0000;  
            8'b0010_0001 : sample <= 4'b1110;  
            default: sample <= 4'b1111;  
        endcase
    end
endmodule
module columnas_fsm(
    input  logic clk,
    output logic [3:0] columnas
);
    parameter int N = 19;  
    logic [N-1:0] count = 19'd0;
    always_ff @(posedge clk) begin
        if (count[N-1]) begin  
            count <= '0;  
            case (columnas)
                4'b1000: columnas <= 4'b0100;
                4'b0100: columnas <= 4'b0010;
                4'b0010: columnas <= 4'b0001;
                4'b0001: columnas <= 4'b1000;
                default: columnas <= 4'b1000;
            endcase
        end else begin
            count <= count + 1;
        end
    end
endmodule
`timescale 1ns/1ps
module mux(
    input logic [3:0] a,     
    input logic [15:0] cdu,     
    output logic [3:0] w     
);
    always_comb begin
        case (a)
            4'b0001: w = cdu[3:0];       
            4'b0010: w = cdu[7:4];       
            4'b0100: w = cdu[11:8];      
            4'b1000: w = cdu[15:12];     
            default: w = 4'b0000;
        endcase
    end
endmodule
module sume (
    input  logic clk,
    input  logic [3:0] sample,   
    output logic [15:0] cdu,     
    output logic [3:0] debug
);
    typedef enum logic [2:0] {S0, S1, S2, S3, S4, S5, S6} statetype;
    statetype state = S0;
    logic [9:0] w1, w2;
    logic [3:0] sample_A;
    logic flag;
    logic [11:0] sum;
    assign debug = ~state;
    logic [3:0] unidades1, unidades2, decenas1, decenas2;
    logic [3:0] centenas1, centenas2;
    always_comb begin
        w1 = (centenas1 * 100) +
             (decenas1  * 10) +
             unidades1;
        w2 = (centenas2 * 100) +
             (decenas2  * 10) +
             unidades2;  
    end
    always_ff @(posedge clk) begin
        sample_A <= sample;
    end
    assign flag = (sample_A != sample);
    always_ff @(posedge clk) begin
        if (flag && sample != 4'b1111) begin
            case (state)
                S0: centenas1 <= sample;
                S1: decenas1  <= sample;
                S2: unidades1  <= sample;
                S3: centenas2 <= sample;
                S4: decenas2  <= sample;
                S5: unidades2  <= sample;
                S6: sum <= w1 + w2;
            endcase
            case (state)
                S0: state <= S1;
                S1: state <= S2;
                S2: state <= S3;
                S3: state <= S4;
                S4: state <= S5;
                S5: state <= S6;
                S6: state <= S0;
                default: state <= S0;
            endcase
        end
    end
    bin_to_bcd conv_bcd (
        .i_bin(sum),
        .o_bcd(cdu)
    );
endmodule
module bin_to_bcd (
    input  logic [11:0] i_bin,   
    output logic [15:0] o_bcd    
);
    logic [11:0] bin_shift;   
    logic [15:0] bcd;         
    integer i;
    always @(*) begin
        bcd = 16'd0;   
        bin_shift = i_bin;
        for (i = 0; i < 12; i = i + 1) begin
            if (bcd[3:0] > 4)
                bcd[3:0] = bcd[3:0] + 3;
            if (bcd[7:4] > 4)
                bcd[7:4] = bcd[7:4] + 3;
            if (bcd[11:8] > 4)
                bcd[11:8] = bcd[11:8] + 3;
            if (bcd[15:12] > 4)
                bcd[15:12] = bcd[15:12] + 3;
            bcd = {bcd[14:0], bin_shift[11]};
            bin_shift = bin_shift << 1;
        end
        o_bcd = bcd;
    end
endmodule
`timescale 1ns/1ps
module top(
    input logic clk,
    input logic [3:0] filas_raw,  
    output logic [6:0] d,   
    output logic [3:0] a,  
    output logic [3:0] columnas,  
    output logic [3:0] led   
    );      
    logic [3:0] w;
    logic [3:0] sample;  
    logic [15:0] cdu;
    reg n_reset = 1;
    disp_dec decoder (.w(w), .d(d));
    disp_controller controller (.clk(clk), .a(a));
    mux mux (.a(a), .cdu(cdu), .w(w));
    sume suma (
    .clk(clk),              
    .sample(sample),       
    .cdu(cdu),
    .debug(led)              
    );
    lecture lect (
        .clk(clk),
        .n_reset(n_reset),
        .filas_raw(filas_raw),
        .columnas(columnas),
        .sample(sample)
    );
endmodule
```
**flow/config.mk**
```make
export PLATFORM = sky130hd
export DESIGN_NAME = top
export DESIGN_NICKNAME = top
export VERILOG_FILES = /design/flow/design.v
export SDC_FILE = /design/flow/constraint.sdc
export NUM_CORES = 4
export LEC_CHECK = 1
export CORE_UTILIZATION = 30
```
**flow/run.sh**
```bash
#!/bin/bash
# OpenROAD 26Q1-2900-gdf79404cd8, Yosys 0.63+post, stock flow scripts
make -C /OpenROAD-flow-scripts/flow DESIGN_CONFIG=/design/flow/config.mk WORK_HOME=/design/flow/orfs finish
```
**flow/constraint.sdc**
```tcl
current_design top

set clk_period 8.6
set clk_io_pct 0.2

create_clock -name clk0 -period $clk_period [get_ports {clk}]

set non_clock_inputs [all_inputs -no_clocks]
set_input_delay [expr $clk_period * $clk_io_pct] -clock clk0 $non_clock_inputs
set_output_delay [expr $clk_period * $clk_io_pct] -clock clk0 [all_outputs]
```
==> GITHUB_STEP_SUMMARY <==
### Flow metrics

| Metric | Value |
|---|---|
| Cell row count | `83` |
| Fmax | `112 MHz` |
| Final weighted congestion in routability-driven placement | `0.847` |
| Setup slack after placement | `-0.273 ns` |
| Worst slew margin | `0.477` |
| Leading post-synthesis cells by instance count | `sky130_fd_sc_hd__dfxtp_1 (196), sky130_fd_sc_hd__nor2_1 (194), sky130_fd_sc_hd__nand2_1 (107), sky130_fd_sc_hd__ha_1 (96), sky130_fd_sc_hd__inv_1 (95)` |
| Via/cell ratio | `approximately 4.7` |
| Area of the core | `51200 sq um` |
| DRC violation total after the first TritonRoute iteration | `533` |
| Required time reported for the critical path endpoint | `6.88 ns` |
| Type of origin of the critical path | `register` |
| Slew at the pin with the worst max-slew slack | `0.783 ns` |
| Wire length of the first global-routing pass | `51600 microns` |
| Clock period minus final worst setup slack | `approximately 9.0 ns` |
| TritonCTS sink count | `approximately 280` |
| Final Cell Area | `19400 sq um` |
| Die extent in x | `~230 microns` |
| Hold Vio Cnt, Final | `0` |
| Gate count of the mapped netlist | `between 1500 and 2000` |
| P per Cell Area | `approximately 160 nW/um^2` |
| Distinct cell type count of the synthesized netlist | `103` |
| Post-synth area hogs | `sky130_fd_sc_hd__dfxtp_1 (25%), sky130_fd_sc_hd__edfxtp_1 (17%), sky130_fd_sc_hd__ha_1 (7.7%)` |
| Cell area after synthesis | `15500 sq um` |
| Peak per-stage delay on the critical path | `0.57 ns` |
| Flip-flop cell with the highest count after synthesis | `sky130_fd_sc_hd__dfxtp_1` |
| Die Y | `~230 microns` |
| Maximum number of pins on one net before global-route repair | `30` |
| Status | `complete, but fails checks` |
| Area share of and-or/or-and cells after synthesis | `0.122` |
| Average size of a mapped cell | `9.45 sq um` |
| Effective utilization at floorplan | `0.303` |
| Area fraction in xor and xnor cells | `0.0966` |
| Post-route worst setup slack | `-0.366 ns` |
| Root buf cell | `sky130_fd_sc_hd__clkbuf_16` |
| Post-route clock skew | `0.00981 ns` |
| Standard cell with the maximum stage delay on the critical path | `sky130_fd_sc_hd__or4_4` |
| Tot GR Track Use | `0.115` |
| Share of synthesized cell area in and, or, nand and nor gates | `0.218` |
| Fa+ha+maj area frac | `0.0915` |
| Initial antenna violation count | `0` |
| Number of global-route vias before repair | `11425` |
| Nature of the critical path endpoint | `output pin` |
| Leak Pwr | `approximately 7.8 nW` |
| Number of enable-type register cells in the synthesized netlist | `86` |
| Clock slew at reported path FFs | `roughly 0.060 ns` |
| Cell accounting for the most synthesized area | `sky130_fd_sc_hd__dfxtp_1` |
| Yosys cell count | `approximately 1600` |
| I/O pins | `24` |
| CTS tree | `done` |
| Worst-case clock buffer depth | `3` |
| Worst IR Drop VDD | `0.184 mV` |
| Half-perimeter wire length after detailed placement | `20800 microns` |
| Die Outline Area | `52700 sq um` |
| Data arrival time of the critical path | `7.25 ns` |
| Total routed wirelength | `29300 microns` |
| Placed Area | `17500 sq um` |
| Kind of critical path | `register to output pin` |
| Area growth from synthesis to layout | `24.9%` |
| Area figure in the yosys stat output | `15500 sq um` |
| Port buffer count | `22` |
| Register area share after synthesis | `0.419` |
| Number of max-cap violations | `0` |
| Final Hold Slack | `0.367 ns` |
| Largest fanout of any net on the critical path | `6` |
| Biggest combinational cell group after synthesis | `simple AND/OR/NAND/NOR gates` |
| Total tool warning count | `48` |
| Setup repair after global routing missed its margin | `true` |
| DP Cell Count | `2442` |
| Fraction of the cycle the final worst path needs | `1.04` |
| Final Max-Slew Violation Tally | `0` |
| Via count | `11789` |
| Post-synthesis mux area share | `0.0163` |
| Number of warning messages in the yosys log | `9` |
| Average wire length per cell after detail routing | `~12 microns` |
| Most used cell along the critical path | `sky130_fd_sc_hd__ha_4` |
| Flops & latches, synth | `282` |
| TritonCTS Buffers | `29` |
| Congestion Overflow GR | `0` |
| Count of nets left with antenna violations after detail routing | `0` |
| DRC Markers | `0` |
| Violated checks | `negative setup slack` |
| Antenna diode count | `0` |
| Number of endpoints failing setup at the final stage | `7` |
| Finished Layout Cells | `2534` |
| Worst hold path class | `register to register` |
| Portion of synthesized cell area occupied by the leading cell type | `0.253` |
| Pre-Repair DR Iteration Count | `4` |
| Most frequently used cell type in the post-synthesis netlist | `sky130_fd_sc_hd__dfxtp_1` |
| Async SR Flop Fraction | `0` |
| Level count of the clock H-tree | `1` |
| Layout cells sized above 1 | `0.200` |
| Later-pin clock latency in the skew report | `0.54 ns` |
[metal layers]
layer | track usage | routed length (microns)
met1 | 0.174 | 14800
met2 | 0.178 | 12700
met3 | 0.0195 | 1090
met4 | 0.0213 | 603
met5 | 0 | 0
[worst max-delay path: cells and delay by family, from the launching register on]
kind / cells / cell delay, ns
AOI/OAI and AO/OA: 9 / 1.90
DFF: 1 / 0.40
xor gates and xnor gates: 1 / 0.13
buffers and inverters: 7 / 0.72
and+or+nand+nor: 12 / 2.55
adders and majority gates: 6 / 0.98
[placed cells by master, fill, tap and decap left out, drive strengths merged, types with 24 or more instances in the layout]
| cell | count |
|---|---|
| ha | 96 |
| xor2 | 82 |
| nand2 | 108 |
| dfxtp | 196 |
| nor2 | 196 |
| nand3 | 65 |
| or3 | 32 |
| and2 | 27 |
| nor2b | 49 |
| and3 | 24 |
| a21oi | 70 |
| o21ai | 52 |
| nor3 | 32 |
| nor4 | 30 |
| edfxtp | 86 |
| clkbuf | 42 |
| xnor2 | 85 |
| buf | 186 |
| inv | 95 |
| nand4 | 39 |
[through the flow]
stage          total power, mW  setup TNS, ns   util
2_1_floorplan             1.74              0      -
3_3_place_gp              1.79          -1.42  0.343
3_5_place_dp              1.80          -1.68  0.343
4_1_cts                   3.12          -1.53  0.374
5_1_grt                   3.23          -4.18  0.379
6_report                  3.09          -2.13  0.379
[kinds of logic after synthesis]
kind of cell | after synthesis
other cells | 1
mux | 24
buf+inv | 140
flops | 282
fa+ha+maj | 107
simple gates | 661
compound gates | 261
xor+xnor | 168
[timing repair]
item,CTS,global route
pin swaps,49,36
endpoints found under the setup margin,7,7
hold buffers,0,0
gates resized,104,43
setup buffers,34,6
hold endpoints to repair,0,0
[worst paths after layout]
path	cells after the start	start	slack, ns	endpoint
max	35	suma.sum[9]$_DFFE_PP_	-0.37	d[6]
min	0	lect.db2.DFF1$_DFF_P_	0.37	lect.db2.DFF2$_DFF_P_
max reg2reg	15	suma.decenas2[1]$_DFFE_PP_	4.98	suma.sum[10]$_DFFE_PP_
min reg2reg	0	lect.db2.DFF1$_DFF_P_	0.37	lect.db2.DFF2$_DFF_P_
[layout make-up]
type,count,area [sq um]
Tap cell,680,851
Multi-Input combinational cell,1222,9060
Sequential cell,282,6510
Clock buffer,41,875
Clock inverter,12,145
Fill cell,4832,31800
Inverter,95,367
Timing Repair Buffer,202,1600
[power breakdown]
| part | switching, mW | leakage (nW) | total [mW] | internal (mW) |
|---|---|---|---|---|
| clock network | 0.504 | 0.505 | 1.30 | 0.798 |
| logic | 0.108 | 4.78 | 0.222 | 0.115 |
| registers | 0.0971 | 2.52 | 1.56 | 1.47 |
| total | 0.709 | 7.81 | 3.09 | 2.38 |
Power figures rest on the tool's default switching activity, not on a simulated workload.
